**design/flow/design.v**
```verilog
module RPCinterface(clk,rst,cmd,data,data_valid);
  input clk, rst;
  input [2:0] cmd;
  inout [15:0] data;
  inout data_valid;
  wire [15:0] datarx;
  wire validrx;
  reg [15:0] datatx;
  reg validtx;
  reg datatri = 1'b0;
  reg validtri = 1'b0;
  reg run;
  reg [15:0] tdc_out = 16'hBAD;
  reg [15:0] delS1_SIZE = 16'b0;
  reg [15:0] delS2_SIZE = 16'b0;
  reg [15:0] FAKESTOP_SIZE = 16'b0;
  reg [1:0] FSM = 2'b0;
  assign data = (datatri) ? datatx:16'bZ;
  assign datarx = data;
  assign data_valid = (validtri) ? validtx : 1'bZ;
  assign validrx = data_valid;
  always @ ( posedge clk ) begin
      case (cmd)
        3'h0: begin
          if(validrx) delS1_SIZE = data;  
        end
        3'h1: begin
          if(validrx) delS2_SIZE = data;  
        end
        3'h2: begin
          if(validrx) FAKESTOP_SIZE = data;  
        end
        3'h3: begin
          case (FSM)
          2'h0: begin
            if(validrx) FSM <= 2'h1;
          end
            2'h1: begin
            datatri <= 1;
            validtri <= 1;  
            datatx <= tdc_out;
            validtx<= 1;
            FSM <= 2'h2;
            end
            2'h2: begin
              validtx <= 0;
              validtri <= 0;
              datatri <= 0;
              FSM <= 2'h0;
            end
          endcase
        end
        3'h4: begin
            if(validrx) run <= 1'b1;  
        end
        3'h5: begin
            if(validrx) run <= 1'b0;  
        end
      endcase
  end
endmodule
```
**design/flow/run.sh**
```bash
#!/bin/bash
# OpenROAD 26Q1-2900-gdf79404cd8, Yosys 0.63+post, stock flow scripts
make -C /OpenROAD-flow-scripts/flow DESIGN_CONFIG=/design/flow/config.mk WORK_HOME=/design/flow/orfs finish
```
**design/flow/config.mk**
```make
export PLATFORM = sky130hd
export DESIGN_NAME = RPCinterface
export DESIGN_NICKNAME = RPCinterface
export VERILOG_FILES = /design/flow/design.v
export SDC_FILE = /design/flow/constraint.sdc
export NUM_CORES = 4
export LEC_CHECK = 1
export CORE_AREA = 10 10 70 70
export DIE_AREA = 0 0 80 80
```
**design/flow/constraint.sdc**
```tcl
current_design RPCinterface

set clk_period 2.2
set clk_io_pct 0.2

create_clock -name clk0 -period $clk_period [get_ports {clk}]

set non_clock_inputs [all_inputs -no_clocks]
set_input_delay [expr $clk_period * $clk_io_pct] -clock clk0 $non_clock_inputs
set_output_delay [expr $clk_period * $clk_io_pct] -clock clk0 [all_outputs]
```
==> flow_results.xml <==
<?xml version="1.0" encoding="UTF-8"?>
<metrics>
  <group name="outcome">
    <metric name="outcome" unit="">aborted with a tool error</metric>
    <metric name="outcome.stop_stage" unit="">4_1_cts</metric>
    <metric name="error_message" unit="">[error] [KeplerFormal.cpp:679] Workflow failed: Iso has multiple drivers: .data_valid0, data_valid$_DFFE_PP_.Q0</metric>
  </group>
  <group name="yosys">
    <metric name="post_synth_most_frequent_cells" unit="">buf_4 (16), inv_1 (4), edfxtp_1 (3), ha_1 (3)</metric>
    <metric name="yosys.area_share.simple" unit="%">7.82</metric>
    <metric name="post_synth_main_logic_family" unit="">buffers and inverters</metric>
    <metric name="yosysSeqAreaShare" unit="%">29.6</metric>
    <metric name="synthDominantAreaCellType" unit="">buf_4</metric>
    <metric name="synth.ff_latch_count" unit="">3</metric>
    <metric name="synth_top_area_share" unit="%">39.5</metric>
    <metric name="post_synthesis_adder_cell_area_fraction" unit="%">12.3</metric>
    <metric name="ranking_of_synthesized_cells_by_area" unit="">buf_4 (40%), edfxtp_1 (30%), ha_1 (12%), nor3_2 (6.6%), inv_1 (4.9%)</metric>
    <metric name="cells_after_synth" unit="">32</metric>
    <metric name="dominant_synthesized_flop_cell" unit="">edfxtp_1</metric>
    <metric name="synthMostInstantiatedCell" unit="">buf_4</metric>
    <metric name="synthesis.area" unit="um2">304</metric>
    <metric name="postSynthAreaPerCell" unit="um2">9.50</metric>
    <metric name="synth-cells-yosys" unit="">32</metric>
    <metric name="xor_xnor_share" unit="%">0</metric>
    <metric name="mux_share" unit="%">3.29</metric>
    <metric name="number_of_enable_flip_flop_cells" unit="">3</metric>
    <metric name="synth_chip_area" unit="um2">304</metric>
    <metric name="synth.cellmix.compoundShare" unit="%">0</metric>
    <metric name="synth.yosys.warnings" unit="">3</metric>
    <metric name="yosysUniqueCellTypes" unit="">8</metric>
    <metric name="async_s_r_ff_share_synth" unit="%">0</metric>
  </group>
  <group name="clock_network">
    <metric name="cts.root.buffer_cell" unit="">clkbuf_4</metric>
    <metric name="ctsHoldBuffers" unit="">0</metric>
    <metric name="postCtsSetupBuffers" unit="">0</metric>
    <metric name="clock_sink_count" unit="">3</metric>
    <metric name="cts-root-to-sink-buffers" unit="">2</metric>
    <metric name="cts_buffer_count" unit="">3</metric>
    <metric name="cts_max_level" unit="">1</metric>
    <metric name="cts.repair.resized" unit="">0</metric>
  </group>
  <group name="die">
    <metric name="io-pin-count" unit="">22</metric>
    <metric name="overall_die_width" unit="um">80</metric>
    <metric name="placement_rows" unit="">21</metric>
    <metric name="fp-utilization" unit="%">8.90</metric>
    <metric name="floorplan.die.height" unit="um">80</metric>
  </group>
  <group name="placed_design">
    <metric name="hpwlAfterDp" unit="um">498</metric>
    <metric name="globalplace.congestion" unit="">0.561</metric>
    <metric name="placedCellCount" unit="">79</metric>
    <metric name="dpl_cell_area" unit="um2">324</metric>
    <metric name="io_buffer_count" unit="">3</metric>
    <metric name="dp_worst_setup_slack" unit="ps">684</metric>
  </group>
</metrics>
-- kinds of logic after synthesis --
group         Yosys count
fa+ha+maj               3
other cells             2
mux                     1
simple gates            3
flops                   3
buf+inv                20

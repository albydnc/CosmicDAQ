<file path="./design.v">
`timescale 1ns/10ps
module tdc(clk, rst, start, stop, out, data_valid);
  input clk, rst;
  input start, stop;
  output reg [15:0] out  = 15'h0;
  output reg data_valid = 1'b0;
  reg [2:0] FSM = 3'h0;
  always@(posedge clk)
  begin
    case(FSM)
    3'h0:
        begin
      out = 15'h0;
      if(start == 1) FSM <= 3'h1;
      end
    3'h1:
        begin
      out <= out+1;
      if(~stop) FSM<= 3'h2;
      end
    3'h2:
      begin
      out <= out+1;
      if(stop)
      begin
        FSM <=3'h3;
        data_valid <= 1'b1;
        end
      end
    3'h3:
        begin
      FSM <= 3'h0;
      data_valid <= 1'b0;
      end
  endcase
  end
endmodule
module delay(clk, rst,start,out,delay_size);
input clk;
input rst;
input start;
input [15:0] delay_size;
output reg out = 1'b0;
reg [15:0] counter = 16'h0;
reg [2:0] FSM = 3'h0;
always @ ( posedge clk ) begin
  case (FSM)
    3'h0:
      begin
      out <= 1'b0;
      if(start) begin
       counter <= delay_size;  
       FSM <= 3'h1;
       end
      end
    3'h1:
    begin
      counter <= counter - 1;
      if(counter == 15'h1) begin
        out <= 1'b1;
        FSM <= 3'h0;
      end
      if(~rst) FSM <= 3'h0;
    end
  endcase
end
endmodule
module daq(clk, rst, s1, s2, sg, delS1_SIZE, delS2_SIZE, FAKESTOP_SIZE, tdc_out, trig_out, data_valid);
  input clk, rst;
  input s1, s2, sg;
  input [15:0] delS1_SIZE;
  input [15:0] delS2_SIZE;
  input [15:0] FAKESTOP_SIZE;
  output [15:0] tdc_out;
  output [15:0] trig_out;
  output data_valid;
  wire trigger;
  wire true_stop,fake_stop,stop;
  wire sync_s1,sync_s2,sync_sg;
  reg [15:0] delSG_SIZE = 16'd5;
  assign trigger = sync_s1 && sync_sg && ~sync_s2;
  assign true_stop = ~sync_s1 && ~sync_s2 && sync_sg;
  assign stop = true_stop || fake_stop;
  delay delayS1(.clk(clk), .rst(rst), .start(s1), .out(sync_s1), .delay_size(delS1_SIZE));
  delay delayS2(.clk(clk), .rst(rst), .start(s2), .out(sync_s2), .delay_size(delS2_SIZE));
  delay delaySG(.clk(clk), .rst(rst), .start(sg), .out(sync_sg), .delay_size(delSG_SIZE));
  delay gate_stop(.clk(clk), .rst(rst || ~true_stop), .start(trigger), .out(fake_stop), .delay_size(FAKESTOP_SIZE));
  tdc tdc1(.clk(clk),.rst(rst),.start(trigger),.stop(stop),.out(tdc_out),.data_valid(data_valid));
endmodule
</file>
<file path="./run.sh">
#!/bin/bash
# OpenROAD 26Q1-2900-gdf79404cd8, Yosys 0.63+post, stock flow scripts
make -C /OpenROAD-flow-scripts/flow DESIGN_CONFIG=/design/flow/config.mk WORK_HOME=/design/flow/orfs finish
</file>
<file path="./config.mk">
export PLATFORM = sky130hd
export DESIGN_NAME = daq
export DESIGN_NICKNAME = daq
export VERILOG_FILES = /design/flow/design.v
export SDC_FILE = /design/flow/constraint.sdc
export NUM_CORES = 4
export LEC_CHECK = 1
export CORE_UTILIZATION = 30
</file>
<file path="./constraint.sdc">
current_design daq

set clk_period 4.6
set clk_io_pct 0.2

create_clock -name clk0 -period $clk_period [get_ports {clk}]

set non_clock_inputs [all_inputs -no_clocks]
set_input_delay [expr $clk_period * $clk_io_pct] -clock clk0 $non_clock_inputs
set_output_delay [expr $clk_period * $clk_io_pct] -clock clk0 [all_outputs]
</file>
==> flow_metrics.tcl <==
# flow metrics
set metrics [dict create \
    slew_headroom 0.507 \
    crit_fanout 6 \
    crit_path_start_kind "register" \
    hold_buffers 0 \
    finalHoldViolations 0 \
    drv_slew 0 \
    cts.repair.resized 0 \
    firstDrtPassIters 7 \
    pwr-share-comb 0.297 \
    overflow 0 \
    post_cts_buffers 0 \
    holdCritPathClass "reg2reg" \
    ir_worst_vdd_v 0.000198 \
    ff_type "edfxtp_1" \
    p_int_w 0.00221 \
    worstSetupStartpoint "tdc1.out[0]" \
    cp_slowest_cell "clkdlybuf4s50_1" \
    ys.flops 91 \
    max_freq_ghz 0.450 \
    fp.dieW_microns 134 \
    cts_buffers 9 \
    reg2reg_slack_ps 2490 \
    clock_skew_ps 5.61 \
    worst_slew_pin_slew_ps 738 \
    clk_pin_slew_ps 60 \
    ys_seq_frac 0.522 \
    dp_cells 774 \
    clk_latency_ps 340 \
    slowest_delay_ps 500 \
    initCoreUtil 0.311 \
    grt_max_degree 33 \
    status "finished clean" \
    cts_tree "yes" \
    syn_to_final_growth_pct 21.8 \
    crit_path_end "tdc_out[0]" \
    power_frac_seq 0.504 \
    core_sq_um 16800 \
    cp.required_ps 3680 \
    wire_per_inst_microns 12.3 \
    drive_above_1_share 0.0526 \
    powerDensity_nw_per_um2 521 \
    dr_total_vias 3736 \
    port_buffers 69 \
    layout_min_cycle_time_ps 2220 \
    crit_type "reg2out" \
    dp_hpwl_mm 6.83 \
    synth_warnings 19 \
    cp_top_family "buffers and inverters" \
    n_antenna_cell 0 \
    viasPerCell 4.73 \
    rows 47 \
    grt_pass1_vias 3539 \
    openroad.warnings 33 \
    power.leakage_nw 2.20 \
    ant_nets 0 \
    rr_worst_depth 6 \
    antenna_found_initial 0 \
    yosysCellCount 495 \
    pin_count 86 \
    cts_root_buf "clkbuf_16" \
    setup_tns_ps 0 \
    hold_ws_ps 631 \
    final_cells 790 \
    chipHeight_microns 134 \
    maxCapViolCount 0 \
    path_buffers 1 \
    p_clk_frac 0.199 \
    path_cells "clkdlybuf4s50_1" \
    synth_cell_types 42 \
    synth_chip_area_sq_um 5230 \
    drt_wl_total_mm 9.68 \
    cp_num_cells 1 \
    edf_count 91 \
    utilization 0.379 \
    grt_use_total 0.116 \
    p_switching_w 0.00111 \
    reg2reg_from "delayS2.counter[0]" \
    drt_iter0_markers 212 \
    crit_arrival_ps 1300 \
    synth_area_sq_um 5230 \
    setup_violations 0 \
    syn_area_per_cell_sq_um 10.6 \
    gp_congestion 0.800 \
    grt_pass1_wl_mm 16.5 \
    chipArea_sq_um 18000 \
    syn_inst 495 \
    h-tree-depth 3 \
    n_fill_cell 1615 \
    r2r_end "delayS2.counter[12]" \
    clockBufferDepth 2 \
    rsz0062_at_grt "no" \
    route.detailed.drc 0 \
    period_used_share 0.483 \
    end_kind "output port" \
    async_flop_share 0 \
    cts.sinks 91 \
    switching_share 0.334 \
]
[power by group through the flow]
stage | clock network, W | logic (W) | registers [W]
after CTS | 0.000688 | 0.00100 | 0.00168
after global routing | 0.000712 | 0.00113 | 0.00174
final | 0.000661 | 0.000985 | 0.00167
[worst min path at each step]
stage / start / to / slack [ps] / cells past startpoint
4_1_cts: delaySG.counter[14] / delaySG.counter[14] / 630 / 2
5_1_grt: delaySG.counter[14] / delaySG.counter[14] / 680 / 2
6_report: delaySG.counter[14] / delaySG.counter[14] / 630 / 2
[registers in the layout, summed over array words and instances, names as in the netlist, 2 cells and up]
register and cells:
tdc1.out 16, tdc1.FSM 2, delayS2.counter 16, delayS1.counter 16, delaySG.counter 16, gate_stop.counter 16
[cell usage in the layout, fill, tap and decap left out, types with 9 or more instances in the layout]
master / instances
clkdlybuf4s50_1: 69
edfxtp_1: 91
xor2_1: 35
and2_1: 13
nor2_1: 70
xnor2_1: 18
nor4_1: 11
nor3_1: 13
nand3_1: 14
conb_1: 16
a31oi_1: 10
nand2_1: 25
ha_1: 14
o21ai_0: 13
clkbuf_16: 9
a21oi_1: 39
inv_1: 20
[cell usage after synthesis, types with 13 or more instances]
master     n  area [sq um]
edfxtp_1  91          2730
nor2_1    70           263
a21oi_1   39           195
xor2_1    35           307
nand2_1   25          93.8
inv_1     20          75.1
xnor2_1   18           158
buf_4     16           120
ha_1      14           175
nand3_1   14          70.1
and2_1    13          81.3
nor3_1    13          65.1
o21ai_0   13          65.1
[tightest hold or removal path, cell delays in order (launching register included)]
cell and delay [ps]:
edfxtp_1 360, o211ai_1 100, o31ai_1 70
[cells by family after synthesis]
| kind of cell | share of synthesized area |
|---|---|
| xor gates and xnor gates | 0.0887 |
| DFF | 0.522 |
| buffers and inverters | 0.0459 |
| muxes | 0.0103 |
| AOI/OAI and AO/OA | 0.0822 |
| and+or+nand+nor | 0.217 |
| other | 0.000717 |
| adders and majority gates | 0.0335 |
[final cells by class]
| cell class | count | area (sq um) | area share |
|---|---|---|---|
| clock buffer | 10 | 229 | 0.0359 |
| clock inverter | 6 | 32.5 | 0.00510 |
| sequential | 91 | 2730 | 0.429 |
| multi-input combinational | 371 | 2320 | 0.363 |
| timing repair buffer | 72 | 713 | 0.112 |
| inverter | 20 | 75.1 | 0.0118 |
| tap | 220 | 275 | 0.0432 |
[metrics by stage]
step	cell area [sq um]	power, W	worst slack (ps)
after floorplan	5290	0.00230	2800
after global placement	6110	0.00265	2380
after detailed placement	6110	0.00268	2370
after CTS	6370	0.00337	2350
after global routing	6370	0.00358	2210
final	6370	0.00332	2380
[layer usage]
| layer | track usage | share of wire |
|---|---|---|
| met1 | 0.179 | 0.46 |
| met2 | 0.177 | 0.46 |
| met3 | 0.0258 | 0.052 |
| met4 | 0.0187 | 0.019 |
| met5 | 0 | 0 |
Power is estimated from default activity; no workload was simulated.
